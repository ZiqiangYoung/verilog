**/design/flow/run.sh**
```bash
#!/bin/bash
# OpenROAD 26Q1-2900-gdf79404cd8, Yosys 0.63+post, stock flow scripts
make -C /OpenROAD-flow-scripts/flow DESIGN_CONFIG=/design/flow/config.mk WORK_HOME=/design/flow/orfs finish
```
**/design/flow/config.mk**
```make
export PLATFORM = sky130hd
export DESIGN_NAME = LookaheadAdder_4bit_M
export DESIGN_NICKNAME = LookaheadAdder_4bit_M
export VERILOG_FILES = /design/flow/design.v
export SDC_FILE = /design/flow/constraint.sdc
export NUM_CORES = 4
export LEC_CHECK = 1
export CORE_AREA = 10 10 70 70
export DIE_AREA = 0 0 80 80
```
**/design/flow/design.v**
```verilog
`timescale 1ns / 1ps
module LookaheadAdder_4bit_M(A,B,C0,C4,F);
	input [3:0] A;
	input [3:0] B;
	input C0;
	output [3:0] F;
	output C4;
	wire [4:0] C; 
	wire [3:0] G,P;
	assign G=A&B;
	assign P=A|B;
	assign C[0]=C0;
	assign C[1]=G[0] | 																  	                P[0]&C0;
	assign C[2]=G[1] | 												 	 P[1]&G[0] |           P[1]&P[0]&C0;
   assign C[3]=G[2] | 						P[2]&G[1] |	     P[2]&P[1]&G[0] |      P[2]&P[1]&P[0]&C0;
	assign C[4]=G[3] | P[3]&G[2] | P[3]&P[2]&G[1] | P[3]&P[2]&P[1]&G[0] | P[3]&P[2]&P[1]&P[0]&C0;
	assign C4=C[4];
	assign F = A^B^C[3:0];
endmodule
```
**/design/flow/constraint.sdc**
```tcl
current_design LookaheadAdder_4bit_M

set clk_period 3.7
set clk_io_pct 0.2

create_clock -name clk0 -period $clk_period

set non_clock_inputs [all_inputs -no_clocks]
set_input_delay [expr $clk_period * $clk_io_pct] -clock clk0 $non_clock_inputs
set_output_delay [expr $clk_period * $clk_io_pct] -clock clk0 [all_outputs]
```
==> impl_metrics.ini <==
; synthesis and place-and-route metrics
[final_timing]
rsz0062_at_grt = no
hold_violations = 0
worstMarginPinSlew_ns = 0.398
drv_slew = 0
max_freq_mhz = 284
period_used_pct = 95.2
hold-worst-slack_ns = 2.56
fin_tns_setup_ns = 0
finalSetupViolCount = 0
slew_headroom_pct = 72.8
finalCriticalPeriod_ns = 3.52

[floorplanning]
io_pins = 14
die_w_microns = 80
die_height_microns = 80
die_area_sq_um = 6400
coreArea_sq_um = 3420
rows = 21
initCoreUtil_pct = 8.10

[routing]
wl_per_cell_microns = 6.65
wl_microns = 652
antenna-diode-count = 0
firstDrtPassIters = 2
vias_per_cell = 2.72
vias = 267
drcViolationCount = 0
final_antenna_net_count = 0
drtIter0Drc = 2

[layout]
flop-count = 0
layout-drive-gt1-share_pct = 0
clockBufferCount = 0
area_delta_synth_final_pct = 71.5
regArea_sq_um = 0
lay_top_count = clkdlybuf4s50_1
fillCellCount = 384
lay_top_cells = 14 x clkdlybuf4s50_1, 13 x inv_1, 9 x ha_1, 3 x nor2_1

[worst_setup_path]
path_cells = clkdlybuf4s50_1, inv_1, ha_1, nand2b_1, a311o_1, a211oi_1, clkdlybuf4s50_1
cp-start-kind = input port
worst-path-buf-inv = 3
crit_path_max_incr_delay_ns = 0.51
crit_required_ns = 2.96
setup.worst_path.end_class = output pin
critical_path_class = input port to output pin
cp.arrival_ns = 2.78
cp_top_family = buffers and inverters
cp_max_fo = 3
cp.depth = 7
slowest_stage = clkdlybuf4s50_1
crit_top_cell = clkdlybuf4s50_1

[synthesis]
ys_cells = 38
syn_area_sq_um = 277
postSynthSeqShare_pct = 0
top_logic_kind = adder cells
synth.lib_cells_used.distinct = 14
avgSynthCellArea_sq_um = 7.28
synth-area-yosys_sq_um = 277
top_area_share_pct = 40.7
area_leaders = ha_1 41%, inv_1 18%, fa_1 7.2%
syn_inst = 38
mux_share_pct = 0
ys_sh_simple_pct = 12.2
largest_area_cell = ha_1
synth_warnings = 0
compound_area_share_pct = 15.8
synth_adder_area_share_pct = 48.0
xor_share_pct = 6.33

[hold_path]
worstHoldPathCells = 5
worstHoldPathType = input port to output pin

[global_routing]
grt_antenna_before_repair = 0
grtUsageTotal_pct = 1.83
grt_max_degree = 4
grt_overflow = 0
grt_pass1_vias = 247
grt_pass1_wl_microns = 986

[clocking]
post-cts-setup-buffers = 0
hold_buffers = 0
ctsResizeCount = 0

[run_status]
status = completed

[power]
power_density_nw_per_um2 = 110
p_leak_uw = 0.000226
max-vdd-ir-drop_mv = 0.0168

[placed_design]
io_buffers = 14
dp_hpwl_microns = 648
place.gp.congestion = 0.756

[flow_run]
warning_count = 38
max_cap_violations = 0
## area by class of cell
type	count	area (sq um)	area share, %
inverters	13	48.8	10.3
well taps	46	57.6	12.1
multi-input cells	25	228	48.0
repair buffers	14	140	29.6
## where the power goes
part / internal, uW / switching (uW) / total (uW)
logic: 34.4 / 17.5 / 51.9
clock network: 0 / 0 / 0
registers: 0 / 0 / 0
## worst paths after layout
check | from | end
max | A[0] | F[3]
min | C0 | F[0]
## per-layer routing
layer | GRT usage [%] | part of all wire, % | vias to the layer above
met5 | 0 | 0 | -
met2 | 4.25 | 65 | 3
met3 | 0.114 | 3.7 | 0
met4 | 0 | 0 | 0
li1 | - | - | 147
met1 | 1.66 | 31 | 117
## synth_stat cells (all sizes together)
library cell / number
xnor2: 1
nor2: 3
o31ai: 1
xor2: 1
a211oi: 1
a311o: 1
nor2b: 2
fa: 1
a21oi: 2
nand2b: 1
a2111oi: 1
ha: 9
nand2: 1
inv: 13
## kinds of logic (layout without fill, tap and decap cells)
logic type,count (synthesis),after routing
AND-OR/OR-AND,6,6
XOR/XNOR,2,2
AND/OR/NAND/NOR,7,7
adder cells (fa/ha/maj),10,10
buffers and inverters,13,27
## metrics by stage
stage	setup slack [ns]	instances	power, uW	instance area (sq um)	util, %
final	0.176	98	51.9	474	13.9
after global routing	0.0122	98	58.9	474	13.9
after CTS	0.140	98	54.0	474	13.9
after detailed placement	0.146	98	53.6	474	13.9
after global placement	0.162	98	53.3	474	13.9
after floorplan	1.35	38	20.3	277	-
Power is estimated from default activity; no workload was simulated.
